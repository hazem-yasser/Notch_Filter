### design/flow/design.v
`timescale 1ns / 1ps
module notch_filter #(
    parameter int DATA_WIDTH = 16
)(
    input  logic                    clk,
    input  logic                    rst_n,
    input  logic                    valid_i,
    input  logic signed [DATA_WIDTH-1:0] data_i,
    output logic                    valid_o,
    output logic signed [DATA_WIDTH-1:0] data_o
);
    localparam signed [15:0] B0 = 16'd15725; 
    localparam signed [15:0] B1 = 16'd25443; 
    localparam signed [15:0] B2 = 16'd15725; 
    localparam signed [15:0] A1 = 16'd25443; 
    localparam signed [15:0] A2 = 16'd15066; 
    logic signed [31:0] s1, s2;
    logic signed [DATA_WIDTH-1:0] x_reg;  
    logic signed [31:0] y_reg;            
    typedef enum logic { ST_CALC_OUT, ST_UPDATE_STATE } state_t;
    state_t state;
    always_ff @(posedge clk or negedge rst_n) begin
        if (!rst_n) begin
            valid_o <= 0;
            data_o  <= 0;
            s1      <= 0;
            s2      <= 0;
            x_reg   <= 0;
            y_reg   <= 0;
            state   <= ST_CALC_OUT;
        end else begin
            valid_o <= 0;  
            case (state)
                ST_CALC_OUT: begin
                    if (valid_i) begin
                        x_reg <= data_i;
                        y_reg <= (data_i * B0) + s1;
                        state <= ST_UPDATE_STATE;
                    end
                end
                ST_UPDATE_STATE: begin
                    data_o  <= y_reg[29:14];  
                    valid_o <= 1;             
                    s1 <= (x_reg * B1) - ((y_reg >>> 14) * A1) + s2;
                    s2 <= (x_reg * B2) - ((y_reg >>> 14) * A2);
                    state <= ST_CALC_OUT;
                end
            endcase
        end
    end
endmodule
### design/flow/run.sh
#!/bin/bash
# OpenROAD 26Q1-2900-gdf79404cd8, Yosys 0.63+post, stock flow scripts
make -C /OpenROAD-flow-scripts/flow DESIGN_CONFIG=/design/flow/config.mk WORK_HOME=/design/flow/orfs finish
### design/flow/config.mk
export PLATFORM = sky130hd
export DESIGN_NAME = notch_filter
export DESIGN_NICKNAME = notch_filter
export VERILOG_FILES = /design/flow/design.v
export SDC_FILE = /design/flow/constraint.sdc
export NUM_CORES = 4
export LEC_CHECK = 1
export CORE_UTILIZATION = 40
### design/flow/constraint.sdc
current_design notch_filter

set clk_period 14.4
set clk_io_pct 0.2

create_clock -name clk0 -period $clk_period [get_ports {clk}]

set non_clock_inputs [all_inputs -no_clocks]
set_input_delay [expr $clk_period * $clk_io_pct] -clock clk0 $non_clock_inputs
set_output_delay [expr $clk_period * $clk_io_pct] -clock clk0 [all_outputs]
==> impl_metrics.toml <==
# generated from flow reports
[outcome]
outcome = "complete, no violations"

[routing]
ant_nets = 0
vias_per_cell = 4.767
num_vias = 21010
wl_per_cell_um = 19.23
drt-initial-drc-count = 819
firstDrtPassIters = 5
drt_wl_total_mm = 84.77
route.detailed.drc = 0
antennaDiodeCount = 0

[sta]
slew_headroom_pct = 39.75
fin_ws_ps = 3248
rsz0062_at_grt = "no"
final.setup.tns_ps = 0
setup_viol = 0
period_needed_ps = 11150
drv_slew = 0
post-route-period-util_pct = 77.44
skew_ps = 18.19
fmax_mhz = 89.67
hold_violations = 0
tightestPinTransition_ps = 896.1

[clock_tree]
root_buffer = "clkbuf_16"
post_cts.repair.setup_buffers = 0
clock-sinks = 116
clk_pin_slew_ps = 80
cts_made_buffers = 17
holdBufCountCts = 0
cts_buffer_depth = 2
clkLatencyLatePin_ps = 500
cts-resized-gates = 0
cts_tree = "done"
htreeDepth = 4

[place]
post-place-ws_ps = 3273
gp_congestion = 1.040
place_area_sq_um = 34970
hpwl_mm = 75.72
io_buffer_count = 35

[global_route]
grt_max_degree = 57
grt-ovfl-total = 0
grt_pass1_vias = 22420
grt_pass1_wl_mm = 134.7
antenna_found_initial = 1
grt_use_total_pct = 22.83

[yosys]
yosys.cell_types.count = 67
ys_area_sq_um = 33190
ys_seq_share_pct = 8.745
synthTopCellsByCount = "inv_1, fa_1, ha_1"
synth_top_area_share_pct = 41.74
ys.flops = 116
synth_cells = 3272
async_flop_share_pct = 100.0
synth_stat.cells = 3272
synthFlopType = "dfrtp_1"
yosysTopAreaCell = "fa_1"
synth_warnings = 1
area_leaders = "fa_1, ha_1, inv_1"
syn_area_sq_um = 33190
edf_count = 0
avgSynthCellArea_sq_um = 10.14
most_common_cell = "inv_1"

[run]
warning_count = 118
cap_violations = 0

[worst_setup_path]
reg2reg_slack_ps = 3250
crit_fanout = 8
cp.required_ps = 14780
critPathKind = "reg -> reg"
worstReg2RegStart = "y_reg[22]$_DFFE_PN0P_"
arrival_ps = 11530
critPathSlowestCell = "dfrtp_1"
cp-startpoint = "y_reg[22]$_DFFE_PN0P_"
cp-end-kind = "register"
startpoint_type = "register"
slowest_delay_ps = 630

[floorplanning]
ioPinCount = 36
core-area_sq_um = 82110
fp.dieH_um = 290.1
fp-utilization_pct = 40.42
rows = 105
die_w_um = 290.1
die-area_sq_um = 84130

[layout]
regArea_sq_um = 2908
logic_area_sq_um = 26130
fillers = 7801
stdcell_area_sq_um = 35590
final_layout_size_suffix_gt1_share_pct = 3.536
syn_to_final_growth_pct = 7.222

[worst_hold_path]
hold_path_startpoint = "s1[0]$_DFFE_PN0P_"
hp-class = "reg -> reg"
-- worst max-delay path: cells and delay by family (launching register included) --
family	cells	cell delay, ps
xor gates and xnor gates	2	710
AOI/OAI and AO/OA	13	2540
adders and majority gates	14	5890
DFF	1	630
and+or+nand+nor	4	420
buffers and inverters	9	560
muxes	1	270
-- routing by layer --
metal | routed length (um) | global-route usage, % | vias to the layer above
met2 | 39010 | 33.82 | 495
met1 | 36000 | 33.77 | 10490
met4 | 2322 | 4.645 | 0
met5 | 0 | 0 | -
li1 | - | - | 9950
met3 | 7436 | 8.408 | 75
-- layout make-up --
cell class                 count  area share, %
clock buffer                  17          1.195
clock inverter                15         0.5449
inverter                    1083          11.42
multi-input combinational   2047          73.41
sequential                   116          8.170
tap                         1070          3.762
timing repair buffer          59          1.494
-- stage by stage --
step | hold WS (ps) | util (%) | std cells
after global placement | 486.0 | 42.59 | 4375
final | 503.5 | 43.34 | 4407
after detailed placement | 491.0 | 42.59 | 4375
after CTS | 505.6 | 43.34 | 4407
after global routing | 516.3 | 43.34 | 4407
after floorplan | 351.9 | - | 3272
-- cells in the final DEF (no fill, tap or decap), types with 6 or more instances in the layout --
cell type        instances
a31oi_1                  6
ha_1                   579
o21ai_1                 13
a21o_1                  51
nor2_1                  63
clkbuf_16               17
and3_1                   7
or2_2                    7
inv_1                 1082
o211ai_1                 6
o21ai_0                 89
xnor2_1                 77
nand4_1                 10
nor3_1                  14
o31ai_1                  7
dfrtp_1                114
mux2i_1                  8
o21bai_1                12
o21a_1                  18
or3_1                   10
nand3_1                 18
xor2_1                  44
nor2b_1                  6
clkdlybuf4s50_1         34
mux2_2                  41
a211oi_1                14
fa_1                   692
a21oi_1                 84
buf_4                   24
nand2b_1                15
nand2_1                102
-- cell families (layout without fill, tap and decap cells) --
| group | Yosys count | after routing | share of synthesized area (%) |
|---|---|---|---|
| DFF | 116 | 116 | 8.745 |
| AOI/OAI and AO/OA | 331 | 331 | 6.314 |
| adders and majority gates | 1271 | 1271 | 63.56 |
| and+or+nand+nor | 272 | 272 | 3.875 |
| xor gates and xnor gates | 122 | 122 | 3.261 |
| muxes | 51 | 51 | 1.700 |
| buffers and inverters | 1109 | 1174 | 12.54 |
-- worst paths after layout --
check	endpoint	depth (start not counted)
min	s1[0]$_DFFE_PN0P_	1
max in group asynchronous	state$_DFF_PN0_	2
min reg2reg	s1[0]$_DFFE_PN0P_	1
max reg2reg	s2[31]$_DFFE_PN0P_	43
max	s2[31]$_DFFE_PN0P_	43
min in group asynchronous	s2[7]$_DFFE_PN0P_	1
